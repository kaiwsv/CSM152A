==> ./design.v <==
`timescale 1ns / 1ps
module format_complement(D, S, A);
    input [11:0] D;  
    output reg S;  
    output reg [11:0] A;  
    always @(*) begin
            S = D[11];
            if (S == 1) 
                A = ~D + 1;
            else if (D == 12'b100000000000) 
                A = 12'b011111111111;    
            else
                A = D;
     end
endmodule
module priority_encoder(A, B, R, O);
    input [11:0] A;  
    output reg [2:0] B;  
    output reg [3:0] R;  
    output reg O;  
    integer i;
    integer break = 0;
    always @(*) begin
        casez (A)  
            12'b1??????????? : begin B = 3'd7; R = 4'b1111; O = 1; end  
            12'b01?????????? : begin B = 3'd7; R = A[10:7]; O = A[6]; end  
            12'b001????????? : begin B = 3'd6; R = A[9:6]; O = A[5]; end  
            12'b0001???????? : begin B = 3'd5; R = A[8:5]; O = A[4]; end  
            12'b00001??????? : begin B = 3'd4; R = A[7:4]; O = A[3]; end  
            12'b000001?????? : begin B = 3'd3; R = A[6:3]; O = A[2]; end  
            12'b0000001????? : begin B = 3'd2; R = A[5:2]; O = A[1]; end  
            12'b00000001???? : begin B = 3'd1; R = A[4:1]; O = A[0]; end  
            12'b00000000???? : begin B = 0; R = A[3:0]; O = 0; end  
            default: begin B = 0; R = 0; O = 0; end
        endcase
    end
endmodule
module rounding_logic(R, F, O, B, E);
    input [3:0] R;  
    input [2:0] B;  
    input O;  
    output reg [3:0] F;  
    output reg [2:0] E;   
    reg [4:0] overflow_F;
    reg [3:0] overflow_E;
    always @(*) begin
        overflow_F = R + O;
        overflow_E = B + overflow_F[4];  
        if (overflow_E[3]) begin
            F = 4'b1111;
            E = 3'b111;
        end
        else begin
            F = overflow_F >> overflow_F [4];  
            E = overflow_E[2:0];
        end
    end
endmodule
module fpcvt(D,S,E,F); 
    input [11:0] D;  
    output S;  
    output [2:0] E;  
    output [3:0] F;  
    wire [3:0] R;
    wire [2:0] B;
    wire O;
    wire [11:0] A;
    format_complement complement(
        .D(D),
        .S(S),
        .A(A)
    );
    priority_encoder encoder (
        .A(A),
        .B(B),
        .R(R),
        .O(O)
    );
    rounding_logic rounder (
        .R(R),
        .F(F),
        .O(O),
        .B(B),
        .E(E)
    );
endmodule
==> ./run.sh <==
#!/bin/bash
# OpenROAD 26Q1-2900-gdf79404cd8, Yosys 0.63+post, stock flow scripts
make -C /OpenROAD-flow-scripts/flow DESIGN_CONFIG=/design/flow/config.mk WORK_HOME=/design/flow/orfs finish
==> ./config.mk <==
export PLATFORM = sky130hd
export DESIGN_NAME = fpcvt
export DESIGN_NICKNAME = fpcvt
export VERILOG_FILES = /design/flow/design.v
export SDC_FILE = /design/flow/constraint.sdc
export NUM_CORES = 4
export LEC_CHECK = 1
export CORE_AREA = 10 10 78 78
export DIE_AREA = 0 0 88 88
==> ./constraint.sdc <==
current_design fpcvt

set clk_period 11.3
set clk_io_pct 0.2

create_clock -name clk0 -period $clk_period

set non_clock_inputs [all_inputs -no_clocks]
set_input_delay [expr $clk_period * $clk_io_pct] -clock clk0 $non_clock_inputs
set_output_delay [expr $clk_period * $clk_io_pct] -clock clk0 [all_outputs]
==> impl_metrics.env <==
# source this file to load flow results
export IMPL_grt_max_degree=21
export IMPL_dr_total_vias=1031
export IMPL_finalSetupViolations=0
export IMPL_tool_warnings=32
export IMPL_grt_pass1_wl_microns=4060
export IMPL_whs_ns=5.89
export IMPL_min_period_over_period_pct=81.5
export IMPL_rows=24
export IMPL_post_route_min_period_ns=9.21
export IMPL_whs_endpoint="S"
export IMPL_antenna_found_initial=0
export IMPL_hold_buffers=0
export IMPL_drv_cap=0
export IMPL_core_area_sq_mm=0.00441
export IMPL_drive_gt1_share_pct=7.05
export IMPL_synth_cell_type_count=49
export IMPL_die_w_microns=88
export IMPL_grt_pass1_vias=904
export IMPL_cp_data_required_time_ns=9.04
export IMPL_fin_tns_setup_ns=0
export IMPL_wire_per_inst_microns=11.5
export IMPL_ff_latch_area_sq_um=0
export IMPL_placed_cells=208
export IMPL_synth_area_sq_um=926
export IMPL_holdPathStages=2
export IMPL_final_util_pct=26.4
export IMPL_crit_fanout=9
export IMPL_seq_cells=0
export IMPL_final_common_cell="clkdlybuf4s50_1"
export IMPL_cp_end_kind="output pin"
export IMPL_mux_share_pct=2.70
export IMPL_finalNonFillerCells=208
export IMPL_post_dp_hpwl_microns=2060
export IMPL_place_congestion=0.848
export IMPL_drc=0
export IMPL_hold_viol=0
export IMPL_slew_violations=0
export IMPL_synthTopLogicFamily="simple AND/OR/NAND/NOR gates"
export IMPL_ys_cells=142
export IMPL_hold_start="D[11]"
export IMPL_syn_area_per_cell_sq_um=6.52
export IMPL_die_h_microns=88
export IMPL_crit_arrival_ns=6.95
export IMPL_clock_buffer_count=0
export IMPL_startpoint_type="input port"
export IMPL_hp_class="input port to output pin"
export IMPL_power_leakage_uw=0.000457
export IMPL_ant_nets=0
export IMPL_pre_cts_ws_ns=2.07
export IMPL_layout_top_cells="clkdlybuf4s50_1, nor2_1, nand2_1, a21oi_1, nand3_1"
export IMPL_aoi_share_pct=30.8
export IMPL_post_route_worst_setup_slack_ns=2.09
export IMPL_ys_area_sq_um=926
export IMPL_num_io_pins=20
export IMPL_initCoreUtil_pct=21.0
export IMPL_port_buffers=20
export IMPL_yosys_warnings=3
export IMPL_wl_microns=2400
export IMPL_p_per_area_mw_per_mm2=53.2
export IMPL_drt_iter0_drc=74
export IMPL_status="finished, final reports clean"
export IMPL_area_growth_pct=26.1
export IMPL_track_usage_pct=5.96
export IMPL_vias_per_cell=4.96
export IMPL_fmax_mhz=109
export IMPL_xor_share_pct=12.3
export IMPL_vdd_drop_max_mv=0.0204
export IMPL_worstMarginPinSlew_ns=0.730
export IMPL_synth_adder_area_share_pct=6.76
export IMPL_syn_inst=142
export IMPL_dr_pass1_iters=4
export IMPL_critPathKind="input port to output pin"
export IMPL_rsz0062_at_grt="false"
export IMPL_antennaDiodeCount=0
export IMPL_grt_remaining_overflow=0
export IMPL_post_cts_setup_buffers=0
export IMPL_ys_seq_share_pct=0
export IMPL_dieArea_sq_mm=0.00774
export IMPL_post_cts_resized=0
export IMPL_simple_gate_area_share_pct=42.4
export IMPL_slew_headroom_pct=51.2
## report_power, final
group          switching, uW  internal (uW)
logic                   30.1           32.1
registers                  0              0
clock network              0              0
## area by class of cell
cell class	instances	area, sq um
fill	479	3250
inverter	4	15.0
multi-input combinational	131	880
tap	52	65.1
timing repair buffer	21	208
## cells by family (layout without fill, tap and decap cells)
kind of cell               Yosys count  in the layout
and+or+nand+nor                     70             70
AOI/OAI and AO/OA                   41             41
muxes                                2              2
adders and majority gates            5              5
xor gates and xnor gates            13             13
buffers and inverters               11             25
## critical path, cell delays in order
cell             delay [ns]
clkdlybuf4s50_1        0.47
inv_1                  0.11
ha_1                   0.20
or4b_4                 0.52
o21ai_4                0.16
xor2_1                 0.55
nor2_1                 0.11
a21oi_1                0.14
nor2_1                 0.06
or4_1                  0.52
ha_1                   0.25
ha_1                   0.25
nand2_1                0.11
nor2_1                 0.07
ha_1                   0.21
nand2_1                0.17
nand3b_1               0.10
mux2_4                 0.26
clkdlybuf4s50_1        0.40
## per-stage QoR
stage          area [sq um]  power, uW
6_report               1170       62.1
5_1_grt                1170       69.5
4_1_cts                1170       62.7
3_5_place_dp           1170       62.3
3_3_place_gp           1170       62.4
2_1_floorplan           926       38.2
## cells in the mapped netlist (2+ instances only)
library cell	instances	area share, %
nand2_1	15	6.1
nor2_1	15	6.1
a21oi_1	10	5.4
nand3_1	8	4.3
o21ai_0	7	3.8
xor2_1	7	6.6
xnor2_1	6	5.7
ha_1	5	6.8
nor3_1	5	2.7
a31oi_1	4	2.7
clkbuf_1	4	1.6
or3_1	4	2.7
a211o_1	3	2.8
and3_1	3	2.0
inv_1	3	1.2
nand2b_1	3	2.0
a211oi_1	2	1.6
nand3b_1	2	1.6
nand4_1	2	1.4
o211ai_1	2	1.6
o21ai_1	2	1.1
o22ai_1	2	1.4
o41ai_2	2	3.5
## worst max path at each step
stage	end	depth (start not counted)	from	slack [ns]
after global routing	F[3]	18	D[11]	1.81
after CTS	F[3]	19	D[0]	2.07
final	F[3]	19	D[0]	2.09
## metal layers
layer	GRT usage, %	wire length (microns)	vias up
li1	-	-	563
met1	9.59	1310	447
met2	8.40	903	21
met3	1.03	181	0
met4	0	0	0
met5	0	0	-
Power and IR drop assume default switching activity.
