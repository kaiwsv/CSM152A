## flow/design.v

```verilog
    `timescale 1ns / 1ps
    module led_flash(clk, rst, clk_1hz);
        reg [26:0] a;
        input clk, rst;
        output reg clk_1hz;
        always @ (posedge clk)
        begin
            if (rst) begin
                a <= 27'd4999999999;
                clk_1hz = ~clk_1hz;
                rst <= 0;
            end
            else begin
                a <= a + 1'b1; 
                if (a == 100000000)
                rst <= 1;
            end
        end
    endmodule
```

## flow/run.sh

```bash
#!/bin/bash
# OpenROAD 26Q1-2900-gdf79404cd8, Yosys 0.63+post, stock flow scripts
make -C /OpenROAD-flow-scripts/flow DESIGN_CONFIG=/design/flow/config.mk WORK_HOME=/design/flow/orfs finish
```

## flow/config.mk

```make
export PLATFORM = sky130hd
export DESIGN_NAME = led_flash
export DESIGN_NICKNAME = led_flash
export VERILOG_FILES = /design/flow/design.v
export SDC_FILE = /design/flow/constraint.sdc
export NUM_CORES = 4
export LEC_CHECK = 1
export CORE_AREA = 10 10 102 102
export DIE_AREA = 0 0 112 112
```

## flow/constraint.sdc

```tcl
current_design led_flash

set clk_period 5.2
set clk_io_pct 0.2

create_clock -name clk0 -period $clk_period [get_ports {clk}]

set non_clock_inputs [all_inputs -no_clocks]
set_input_delay [expr $clk_period * $clk_io_pct] -clock clk0 $non_clock_inputs
set_output_delay [expr $clk_period * $clk_io_pct] -clock clk0 [all_outputs]
```

==> results_dict.tcl <==
# flow metrics
set metrics [dict create \
    status "did not finish" \
    haltStage "synthesis (1_2_yosys)" \
    error_line "ERROR: Found 1 problems in 'check -assert'." \
    synth_seq_share_pct 42.8 \
    topCellsByArea "dfxtp_1, xor2_1, nand2b_1, nand4_1, a21oi_1" \
    yosys_area_mm2 0.00138 \
    ys_cells 152 \
    ff_type "dfxtp_1" \
    synth-edff-count 1 \
    async_reset_ff_share_pct 0 \
    yosysUniqueCellTypes 37 \
    top_area_cell "dfxtp_1" \
    numSynthFlops 29 \
    ys_warn_count 4 \
    netlist.area_leader.share_pct 40.6 \
]
-- synthesized netlist by cell type (2+ instances only) --
master	instances
a21oi_1	9
and2_1	2
and3_1	4
and4_1	3
clkbuf_1	4
dfxtp_1	28
ha_1	2
inv_1	4
mux2i_1	2
nand2_1	9
nand2b_1	9
nand3_1	7
nand3_4	2
nand4_1	8
nor2_1	6
nor2b_1	2
nor3_1	4
nor4_1	3
nor4b_1	2
o21ai_0	5
o31ai_1	5
or3_1	4
or3b_2	2
or4_1	5
xor2_1	9
-- logic make-up after synthesis --
logic type                 Yosys count  synth area share, %
AOI/OAI and AO/OA                   22                 9.33
xor gates and xnor gates            10                 6.34
muxes                                2                 1.45
and+or+nand+nor                     76                 34.6
adders and majority gates            2                 1.81
buffers and inverters               11                 3.71
DFF                                 29                 42.8
